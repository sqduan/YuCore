**/design/flow/run.sh**
```bash
#!/bin/bash
# OpenROAD 26Q1-2900-gdf79404cd8, Yosys 0.63+post, stock flow scripts
make -C /OpenROAD-flow-scripts/flow DESIGN_CONFIG=/design/flow/config.mk WORK_HOME=/design/flow/orfs finish
```
**/design/flow/config.mk**
```make
export PLATFORM = sky130hd
export DESIGN_NAME = Mux2
export DESIGN_NICKNAME = Mux2
export VERILOG_FILES = /design/flow/design.v
export SDC_FILE = /design/flow/constraint.sdc
export NUM_CORES = 4
export LEC_CHECK = 1
export CORE_AREA = 10 10 70 70
export DIE_AREA = 0 0 80 80
```
**/design/flow/constraint.sdc**
```tcl
current_design Mux2

set clk_period 1.0
set clk_io_pct 0.2

create_clock -name clk0 -period $clk_period

set non_clock_inputs [all_inputs -no_clocks]
set_input_delay [expr $clk_period * $clk_io_pct] -clock clk0 $non_clock_inputs
set_output_delay [expr $clk_period * $clk_io_pct] -clock clk0 [all_outputs]
```
**/design/flow/design.v**
```verilog
module Mux2 #(parameter OPERAND_WIDTH = 32) (out, select, a, b);
    input select;
    input [OPERAND_WIDTH - 1 : 0] a;
    input [OPERAND_WIDTH - 1 : 0] b;
    output reg [OPERAND_WIDTH - 1 : 0] out;
    always @ (*) out = (select == 0) ? a : b;
endmodule
module Mux4 #(parameter OPERAND_WIDTH = 32) (out, select, a, b, c, d);
    input [1 : 0] select;
    input [OPERAND_WIDTH - 1 : 0] a;
    input [OPERAND_WIDTH - 1 : 0] b;
    input [OPERAND_WIDTH - 1 : 0] c;
    input [OPERAND_WIDTH - 1 : 0] d;
    output reg [OPERAND_WIDTH - 1 : 0] out;
    always @ (*)
    begin
        case (select)
            2'b00 : out <= a;
            2'b01 : out <= b;
            2'b10 : out <= c;
            2'b11 : out <= d;
        endcase
    end
endmodule
```
==> reports/metrics.yaml <==
start_kind: "primary input"
rows: 21
mostFrequentLayoutCell: "dlygate4sd2_1"
grt_pass1_vias: 824
aoi_share_pct: 0
synth.distinct_cells: 4
logic_family: "multiplexers"
slew-limit-headroom_pct: 95.9
worst_slack_ns: -0.175
cp-end-kind: "primary output"
die_area_mm2: 0.00640
flop_area_um2: 0
drive_above_1_share_pct: 56.2
cp.required_ns: 0.80
die_height_um: 80
fp-utilization_pct: 15.9
yosys_warnings: 1
layout_top_cells: "dlygate4sd2_1, mux2_4, buf_6"
path_max_fanout: 7
flops: 0
grt_pass1_wl_um: 4150
dp_hpwl_um: 2400
synthCells: 36
fill_cells: 327
grt_max_degree: 8
routed_wl_um: 2850
drcViolationCount: 0
maxCapViolations: 0
ys_seq_share_pct: 0
hp-start: "a[24]"
synth.cellmix.xorXnorShare_pct: 0
seq_power_share_pct: 0
vias_per_cell: 3.80
fp.coreArea_mm2: 0.00342
io_pins: 97
antenna_found_initial: 0
wl_per_cell_um: 14.8
max_freq_mhz: 851
io_buffers: 97
startpoint: "select"
ys_sh_mux_pct: 86.9
worstPathArrival_ns: 0.98
power.internal_uw: 519
slew_violations: 0
drt_iter0_markers: 4
grt_setup_unrepaired: "true"
p_switching_uw: 141
period_needed_ns: 1.18
yosysTopAreaCellShare_pct: 82.8
ys_area_um2: 544
dr_total_vias: 730
vdd_drop_max_mv: 0.173
diodes: 0
postLayoutCoreUtil_pct: 49.7
grt-ovfl-total: 0
tightest_slew_ns: 0.0611
setup_violations: 32
yosys_cells: 36
power.density_mw_per_mm2: 389
grt_usage_pct: 7.87
fin_crit_sh_pct: 118
syn_area_um2: 544
critPathKind: "in2out"
area_delta_synth_final_pct: 212
gp_congestion: 0.760
avgSynthCellArea_um2: 15.1
hold_viol: 0
yosys.area.top_type: "mux2_4"
final_antenna_net_count: 0
pwr-share-clk_pct: 0
ys_sh_simple_pct: 0
synthTopCellsByArea: "mux2_4, buf_12, mux2_2"
combinationalPowerShare_pct: 100.0
p_sw_share_pct: 21.3
dr.pass1.iters: 2
hold_class: "in2out"
violations: "negative setup slack"
holdWs_ns: 0.694
status: "finished, violations left"
clkbuf_count: 0
ys_sh_adder_pct: 0
tool_warnings: 34
power_leakage_uw: 0.000990
die_w_um: 80
==> power by group through the flow <==
stage	clock [µW]	combinational (µW)	sequential, µW
CTS	0	644	0
global route	0	706	0
finish	0	660	0
==> synthesized netlist by cell type <==
| master | count |
|---|---|
| mux2_4 | 30 |
| buf_6 | 1 |
| mux2_2 | 2 |
| buf_12 | 3 |
==> critical path, stage by stage <==
cell    delay [ns]
buf_12        0.11
buf_12        0.13
buf_8         0.12
mux2_4        0.30
buf_6         0.11
==> path summary, 6_finish.rpt <==
kind | to | slack, ns | depth (start not counted)
setup / recovery | out[31] | -0.18 | 5
hold / removal | out[24] | 0.69 | 3
==> repair_timing <==
item | 4_1_cts | 5_1_grt
cloned | 1 | 0
endpoints found under the setup margin | 32 | 32
buffers inserted | 14 | 0
resized | 170 | 23
hold buffers | 0 | 0
==> kinds of logic after synthesis <==
kind of cell	after synthesis
buffers and inverters	4
multiplexers	32
==> final cells by class <==
type                            instances  area, µm²  area share (%)
Tap cell                               46       57.6            3.39
Timing Repair Buffer                  114       1160            68.3
Multi-Input combinational cell         32        480            28.3
==> stage by stage <==
stage | cell area [µm²] | power [µW] | setup TNS (ns) | cells | worst slack [ns]
floorplan | 544 | 206 | 0 | 36 | 0.0669
global placement | 1540 | 654 | -15.25 | 177 | -0.492
detailed placement | 1540 | 655 | -15.27 | 177 | -0.497
CTS | 1610 | 644 | -5.20 | 192 | -0.178
global route | 1700 | 706 | -5.62 | 192 | -0.194
finish | 1700 | 660 | -5.03 | 192 | -0.175
==> routing by layer <==
layer  part of all wire (%)  track usage (%)
met1                     40             8.97
met2                     49             14.3
met3                     11             3.07
met4                      0                0
met5                      0                0
Power is estimated from default activity; no workload was simulated.
